$ cat flow/config.mk
export PLATFORM = sky130hd
export DESIGN_NAME = Clk_Divider
export DESIGN_NICKNAME = Clk_Divider
export VERILOG_FILES = /design/flow/design.v
export SDC_FILE = /design/flow/constraint.sdc
export NUM_CORES = 4
export LEC_CHECK = 1
export CORE_AREA = 10 10 89 89
export DIE_AREA = 0 0 99 99
$ cat flow/constraint.sdc
current_design Clk_Divider

set clk_period 3.9
set clk_io_pct 0.2

create_clock -name clk0 -period $clk_period [get_ports {clk}]

set non_clock_inputs [all_inputs -no_clocks]
set_input_delay [expr $clk_period * $clk_io_pct] -clock clk0 $non_clock_inputs
set_output_delay [expr $clk_period * $clk_io_pct] -clock clk0 [all_outputs]
$ cat flow/design.v
module Clk_Divider(input logic clk,reset, output logic sclk);
   parameter DIVFREQ = 100;   
   parameter DIVBITS = 26;    
   parameter CLKFREQ = 100_000_000;
   parameter DIVAMT = (CLKFREQ / DIVFREQ) / 2;
   logic [DIVBITS-1:0] q;
   always_ff @(posedge clk)
     if (reset) begin
	    q <= 0;
	    sclk <= 0;
     end
     else if (q == DIVAMT-1) begin
	    q <= 0;
	    sclk <= ~sclk;
     end
     else q <= q + 1;
endmodule  
$ cat flow/run.sh
#!/bin/bash
# OpenROAD 26Q1-2900-gdf79404cd8, Yosys 0.63+post, stock flow scripts
make -C /OpenROAD-flow-scripts/flow DESIGN_CONFIG=/design/flow/config.mk WORK_HOME=/design/flow/orfs finish
==> out/qor.yml <==
status: "completed"
yosys_warnings: 1
worstPathArrival_ps: 2470
ys_seq_share_pct: 43.1
cts_tree: "done"
drc: 0
path_max_fanout: 10
regArea_um2: 541
hp-class: "reg -> reg"
htreeDepth: 1
fmax_mhz: 443
top_level_ports: 3
synthCells: 151
fp_util_pct: 20.9
drt_iter0_drc: 129
track_usage_pct: 4.78
rr_endpoint: "q[22]"
rsz0062_at_grt: "false"
synth_area_um2: 1250
utilization_pct: 23.3
fin_crit_sh_pct: 57.9
period_minus_slack_ps: 2260
ctsRootBufferMaster: "clkbuf_8"
drtPass1Iterations: 4
cts_hold_buffers: 0
worstSetupStartpointType: "flip-flop"
antenna_found_initial: 0
mi_logic_area_um2: 673
die_w_um: 99
p_int_w: 0.000356
grt_pass1_vias: 884
routedWlPerCell_um: 10.5
pwr-share-clk_pct: 34.9
clock-sinks: 27
switching_share_pct: 21.1
maxSlewViolCount: 0
cts_resized: 0
setup_violations: 0
warning_count: 25
clk_latency_ps: 270
io_buffers: 2
finalClockSkew_ps: 6.21
routabilityCongestion: 0.823
ir_worst_vdd_mv: 0.221
dp.final_hpwl_um: 1670
critPathLaunch: "q[0]"
synth_area_per_cell_um2: 8.31
finalHoldViolations: 0
cp.required_ps: 4110
p_per_area_nw_per_um2: 323
reg2reg_slack_ps: 1640
ys_cells: 151
chipHeight_um: 99
vias: 1026
critPathCaptureType: "flip-flop"
slew_headroom_pct: 64.3
setup_tns_ps: 0
ant_nets: 0
diodes: 0
comb_power_share_pct: 2.7
area_growth_pct: 11.2
drive_gt1_share_pct: 5.30
grt-ovfl-total: 0
core-area_um2: 5990
num-fill-cells: 642
num_rows: 28
p_leak_nw: 0.376
synth_flop_count: 27
grt_pass1_wl_um: 4140
viasPerCell: 4.54
switchingPower_w: 0.0000951
postCtsSetupBuffers: 0
rr_worst_depth: 5
r2r-start: "q[0]"
power_frac_seq_pct: 62.4
clk_pin_slew_ps: 90
drt-total-wl_um: 2380
clock_path_buffers: 2
endpoint: "q[22]"
crit_type: "reg -> reg"
ys_chip_area_um2: 1250
worst_pin_slew_ps: 530
maxCapViolCount: 0
cts_made_buffers: 3
grt_max_degree: 16
dieArea_um2: 9800
synth_cell_types: 24
state kept, by name, summed over array words and instances (netlist names):
register	cells
q	26
sclk	1
routing by layer:
metal | track usage [%] | vias up | share of wire [%]
met3 | 1.41 | 0 | 4.7
met5 | 0 | - | 0
met1 | 6.82 | 460 | 51
met2 | 7.36 | 16 | 44
met4 | 0.110 | 0 | 0
li1 | - | 550 | -
how the worst min path moves through the flow:
stage	start	to	slack (ps)	cells after the start
CTS	q[0]	q[0]	480	1
global route	q[0]	q[0]	510	1
finish	q[0]	q[0]	480	1
synth_stat cells, drive strengths merged:
master | n | area [µm²]
a21oi | 12 | 60.1
a31o | 1 | 8.76
and4 | 2 | 18.8
buf | 3 | 15.0
clkbuf | 4 | 15.0
dfxtp | 27 | 541
ha | 1 | 12.5
inv | 4 | 15.0
nand2 | 9 | 33.8
nand3 | 12 | 60.1
nand4 | 9 | 62.6
nor2 | 18 | 67.6
nor3 | 3 | 15.0
nor4 | 5 | 31.3
nor4b | 2 | 17.5
o21ai | 7 | 35.0
o21bai | 1 | 7.51
o31ai | 4 | 30.0
or3 | 8 | 50.1
or4 | 6 | 45.0
xnor2 | 10 | 87.6
xor2 | 3 | 26.3
cell families after synthesis:
logic type               count (synthesis)  synth area share (%)
AND/OR/NAND/NOR                         74                  32.0
AND-OR/OR-AND                           25                  11.3
XOR/XNOR                                13                  9.07
flip-flops                              27                  43.1
adder cells (fa/ha/maj)                  1                 0.997
buffers and inverters                   11                  3.59
critical path, cell delays in order, from the launching register on:
cell and delay, ps:
dfxtp_1 390, ha_1 260, nand4_2 180, or4_1 700, or4_1 520, a21oi_1 150
cell usage in the layout (no fill, tap or decap):
cell,synthesis,final
nor4_1,5,5
o21ai_0,7,7
ha_1,1,1
nand4_2,1,1
and4_2,1,1
clkbuf_8,0,3
or3_1,8,8
nand3_1,12,12
nor4b_1,2,2
or4_1,6,6
nand4_1,8,8
buf_4,0,1
nand2_1,9,9
nor2_1,18,18
xor2_1,3,3
clkbuf_1,4,1
a31o_2,1,1
dfxtp_1,27,27
o31ai_1,4,4
a21oi_1,12,12
xnor2_1,10,10
and4_1,1,1
nor3_1,3,3
inv_1,4,4
clkdlybuf4s50_1,0,2
o21bai_2,0,1
power by group through the flow:
stage	clock (W)	sequential [W]	combinational, W
global route	0.000178	0.000282	0.0000136
finish	0.000157	0.000281	0.0000122
CTS	0.000164	0.000281	0.0000123
layout make-up:
type                       count  share of cell area, %
clock buffer                   4                   3.23
sequential                    27                   38.7
inverter                       4                   1.08
multi-input combinational    113                   48.3
tap                           75                   6.73
timing repair buffer           3                   1.97
metrics by stage:
stage	power [W]	cell area, µm²	hold WS (ps)	setup WS, ps	instances
floorplan	0.000296	1250	439	1830	151
global placement	0.000300	1350	457	1730	222
detailed placement	0.000300	1350	462	1690	222
CTS	0.000458	1400	484	1640	226
global route	0.000474	1400	511	1460	226
finish	0.000451	1400	477	1640	226
Power and IR drop assume default switching activity.
