`flow/constraint.sdc`:
```
current_design Counter

set clk_period 3.2
set clk_io_pct 0.2

create_clock -name clk0 -period $clk_period [get_ports {clk}]

set non_clock_inputs [all_inputs -no_clocks]
set_input_delay [expr $clk_period * $clk_io_pct] -clock clk0 $non_clock_inputs
set_output_delay [expr $clk_period * $clk_io_pct] -clock clk0 [all_outputs]
```
`flow/config.mk`:
```
export PLATFORM = sky130hd
export DESIGN_NAME = Counter
export DESIGN_NICKNAME = Counter
export VERILOG_FILES = /design/flow/design.v
export SDC_FILE = /design/flow/constraint.sdc
export NUM_CORES = 4
export LEC_CHECK = 1
export CORE_AREA = 10 10 70 70
export DIE_AREA = 0 0 80 80
```
`flow/design.v`:
```
`timescale 1ns / 1ps
module Counter(input logic clk, reset,start_rwait,
               output logic [12:0] q,output logic rwait_done);
always_ff @(posedge clk)
            begin
                if (reset) 
                    begin 
                        q<= 1'd0;  
                        rwait_done <= 1'b0; 
                    end
                else if(q==13'd5000)
                    begin 
                    q<= 1'd0;  
                    rwait_done <= 1'b1; 
                    end
                else if(start_rwait)  
                    begin 
                        q <= q + 1'd1;
                        rwait_done <= 1'b0;  
                     end
           end     
endmodule
```
`flow/run.sh`:
```
#!/bin/bash
# OpenROAD 26Q1-2900-gdf79404cd8, Yosys 0.63+post, stock flow scripts
make -C /OpenROAD-flow-scripts/flow DESIGN_CONFIG=/design/flow/config.mk WORK_HOME=/design/flow/orfs finish
```
==> results.txt <==
The following summarizes the physical implementation.

Worst setup path
In this run the worst path has a maximum fanout of 7. Listed in order, past its start point the critical path passes clkdlybuf4s50_1 > nand4_1 > nor4_1 > xnor2_1 > nor2_1. The setup slack of the worst register-to-register path is 1.39 ns. The endpoint of the worst setup timing path is q[12]. The source of the worst register-to-register timing path is q[5]. For the worst setup path, the data required time is 3.37 ns. STA classifies the critical path endpoint as a register.

The nature of the critical path startpoint is a primary input. The largest single stage delay on the critical path is 0.63 ns. The cell type of the slowest stage on the worst timing path is sky130_fd_sc_hd__clkdlybuf4s50_1. The type of the setup path with the least slack is primary input to register. For reference, the critical path is launched at start_rwait.

The number of cells on the worst reg-to-reg path is 4. The data arrival time of the critical path is 2.04 ns. The reg-to-reg critical path endpoint is q[0].

Place
The detailed placer's ending HPWL is 1120 µm. The placement summary gives the final routability congestion estimate as 0.840. The count of input and output buffers is 16.

Flow run
The count of maximum capacitance violations is 0. The OpenROAD warning count is 26.

Die
From left edge to right edge, the die measures 80 µm. The core area is 3420 µm². The chip height is 80 µm.

The number of primary I/O pins is 17. The chip area is 6400 µm². The number of rows in the core area is 21. The floorplan core density is 19.0%.

Drt
The routed layout has 540 vias. In the routed netlist, the antenna diode instances number 0. The overall routed net length is 1420 µm.

The routed design shows a via density per instance of 3.94. The violation tally from detailed-route iteration zero is 20. The pre-antenna-repair detailed-routing pass consisted of 4 iterations. The residual antenna-violating net count after detailed routing is 0. The mean routed wirelength per cell is 10.4 µm. After detailed routing, the number of remaining DRC violations is 0.

STA
Setup total negative slack on the finished layout was measured at 0 ns. The minimum period implied by the final worst setup slack is 1.87 ns. For reference, the final report shows the max-slew violation count at 0.

The portion of the clock cycle consumed by the worst path in the final layout is 58.6%. Timing would allow up to 534 MHz. Setup repair after global routing left no endpoint under its margin. Across the routed clock network, the largest skew measured is 0.00128 ns. The pin closest to its max-slew limit shows a slew of 0.302 ns. The worst-case max-slew headroom was logged as 79.7%. Endpoints with negative setup slack in the final report add up to 0. The final number of hold-violating endpoints is 0.

Finish
The growth of design area from synthesis to finish is 36.8%. The area taken by flip-flops and latches is 280 µm². The combinational gate area is 339 µm².

In the final layout, the share of cells above drive strength 1 is 8.79%. Fill cells in the final layout number 374.

Power
The completed layout was analyzed and its total power is 0.000326 W. The peak supply drop is 0.112 mV. Dividing total power by cell area gives a power density of 367 nW/µm². Summed over all cells, the static leakage comes to 0.286 nW.

Logic synthesis
The top flip-flop cell by instance count after synthesis is sky130_fd_sc_hd__dfxtp_1. The number of different library cells in the post-synthesis netlist is 21. The area fraction of the dominant cell type after synthesis is 43.2%. Of the total synthesized cell area, the portion taken by AND-OR and OR-AND cells is 0.771%. The post-synthesis share of cell area spent on and, or, nand and nor gates is 29.9%. In the synthesis report, Yosys lists the chip area as 649 µm².

Counting flops with an async set or reset pin after synthesis yields a share of 0%. By area the synthesized netlist is led by sky130_fd_sc_hd__dfxtp_1 (43%), sky130_fd_sc_hd__xnor2_1 (12%), sky130_fd_sc_hd__nor2_1 (8.1%). The instance count of the mapped netlist is 73.

The cell type that accounts for the most area after synthesis is sky130_fd_sc_hd__dfxtp_1. The largest combinational cell category by area is simple AND/OR/NAND/NOR gates. The register area share after synthesis is 43.2%.

The number of synthesized register bits is 14. In this run the cell area of the synthesized design comes to 649 µm². After Yosys synthesis, full adders, half adders and majority gates account for 3.85% of the synthesized area. The average cell area after synthesis is 8.90 µm². The multiplexer fraction of the synthesized cell area is 1.54%. In the synthesized netlist, the cells that appear most often are sky130_fd_sc_hd__dfxtp_1 (14), sky130_fd_sc_hd__nor2_1 (14), sky130_fd_sc_hd__xnor2_1 (9), sky130_fd_sc_hd__nand4_1 (5), sky130_fd_sc_hd__nor3_1 (5). For this design, Yosys synthesis ends with a cell count of 73.

The warning tally printed by Yosys for this design is 1. The synthesized netlist devotes 16.2% of its cell area to XOR and XNOR gates. In this run, synthesis inferred 0 flip-flops with an integrated enable.

GRT
The via count of the first global-routing pass is 507. The wire length of the first global-routing pass is 2500 µm. The total congestion overflow is 0. The total global-route track usage is 4.74%. The initial antenna violation count was 0.

Entering global routing, the biggest net connects 14 pins.

Clock network
For reference, the clock transition at the flip-flops on the worst setup and hold paths is 0.08 ns. The clock tree root driver cell is sky130_fd_sc_hd__clkbuf_4. The post-cts gate resize count is 0. CTS built an H-tree with a depth of 1. The sink count of the clock tree is 14.

The clock latency reported for the late side of the worst-skew pair is 0.27 ns. The maximum clock insertion buffer count is 2. The number of clock buffers added by TritonCTS is 3. The clock tree from TritonCTS is yes. The count of hold-fix buffers inserted at cts is 0. Once the clock tree was built, the setup fixing pass inserted 0 buffers.

Status
The run finished with clean final reports.

Hold path
The tightest min-delay check is of the register to register type. The report gives the cell count of the worst hold path as 2. In this run the most critical hold path is launched from rwait_done.
[flip-flops by register name, indices dropped and copies added, names as in the netlist]
name	count
rwait_done	1
q	13
[logic make-up (layout without fill, tap and decap cells)]
family | after synthesis | count (layout)
AOI/OAI and AO/OA | 1 | 1
adders and majority gates | 2 | 2
buffers and inverters | 6 | 24
and+or+nand+nor | 37 | 37
xor gates and xnor gates | 12 | 12
DFF | 14 | 14
muxes | 1 | 1
[per-stage QoR]
stage | std cells | utilization, % | hold slack (ns) | worst slack [ns] | area, µm²
after detailed placement | 133 | 24.9 | 0.467 | 1.05 | 852
after global placement | 133 | 24.9 | 0.467 | 1.09 | 852
after CTS | 137 | 26.0 | 0.480 | 1.31 | 888
after global routing | 137 | 26.0 | 0.508 | 1.19 | 888
after floorplan | 73 | - | 0.430 | 1.46 | 649
final | 137 | 26.0 | 0.475 | 1.33 | 888
[per-layer routing]
| metal | vias up | part of all wire [%] | track usage, % |
|---|---|---|---|
| met1 | 247 | 41 | 5.73 |
| li1 | 276 | - | - |
| met4 | 0 | 1.1 | 0.704 |
| met3 | 2 | 9.2 | 2.27 |
| met2 | 15 | 48 | 7.62 |
| met5 | - | 0 | 0 |
[how the worst min path moves through the flow]
stage,to,slack (ns)
6_report,rwait_done,0.47
4_1_cts,rwait_done,0.48
5_1_grt,rwait_done,0.51
[cell type report]
type | count | share of cell area (%)
Multi-Input combinational cell | 53 | 38.2
Timing Repair Buffer | 16 | 18.0
Tap cell | 46 | 6.48
Inverter | 4 | 1.69
Sequential cell | 14 | 31.5
Clock buffer | 4 | 4.08
[cell usage in the layout, fill, tap and decap left out]
cell,synthesis,routed
sky130_fd_sc_hd__nand2_1,4,4
sky130_fd_sc_hd__mux2i_1,1,1
sky130_fd_sc_hd__or4_4,1,1
sky130_fd_sc_hd__dfxtp_1,14,14
sky130_fd_sc_hd__or3b_2,1,1
sky130_fd_sc_hd__xnor2_1,9,9
sky130_fd_sc_hd__clkbuf_4,0,3
sky130_fd_sc_hd__nand4_1,5,5
sky130_fd_sc_hd__nand2b_4,1,1
sky130_fd_sc_hd__nor2_1,14,14
sky130_fd_sc_hd__nand3_1,2,2
sky130_fd_sc_hd__nand2b_1,1,1
sky130_fd_sc_hd__nor3_1,5,5
sky130_fd_sc_hd__ha_1,2,2
sky130_fd_sc_hd__clkbuf_8,0,1
sky130_fd_sc_hd__or4_1,1,1
sky130_fd_sc_hd__a21oi_1,1,1
sky130_fd_sc_hd__inv_1,4,4
sky130_fd_sc_hd__nor4_1,1,1
sky130_fd_sc_hd__clkdlybuf4s50_1,0,16
sky130_fd_sc_hd__xor2_1,3,3
sky130_fd_sc_hd__nor2_2,1,1
[where the power goes]
group | internal, W | switching [W] | leakage, nW | total (W)
logic | 0.0000122 | 0.00000931 | 0.152 | 0.0000215
clock network | 0.0000691 | 0.0000545 | 0.0210 | 0.000124
registers | 0.000177 | 0.00000426 | 0.113 | 0.000181
total | 0.000258 | 0.0000680 | 0.286 | 0.000326
[worst max-delay path: cells and delay by family]
family                 cells  cell delay (ns)
XOR/XNOR                   1             0.16
buffers and inverters      1             0.63
AND/OR/NAND/NOR            3             0.62
Power is estimated from default activity; no workload was simulated.
